[design/flow/run.sh]
#!/bin/bash
# OpenROAD 26Q1-2900-gdf79404cd8, Yosys 0.63+post, stock flow scripts
make -C /OpenROAD-flow-scripts/flow DESIGN_CONFIG=/design/flow/config.mk WORK_HOME=/design/flow/orfs finish
[design/flow/config.mk]
export PLATFORM = sky130hd
export DESIGN_NAME = median_filter_system
export DESIGN_NICKNAME = median_filter_system
export VERILOG_FILES = /design/flow/design.v
export SDC_FILE = /design/flow/constraint.sdc
export NUM_CORES = 4
export LEC_CHECK = 1
export CORE_UTILIZATION = 40
[design/flow/constraint.sdc]
current_design median_filter_system

set clk_period 34.9
set clk_io_pct 0.2

create_clock -name clk0 -period $clk_period [get_ports {clk}]

set non_clock_inputs [all_inputs -no_clocks]
set_input_delay [expr $clk_period * $clk_io_pct] -clock clk0 $non_clock_inputs
set_output_delay [expr $clk_period * $clk_io_pct] -clock clk0 [all_outputs]
[design/flow/design.v]
	module median_filter
	#(
		 parameter WINDOW_SIZE = 3,  
		 parameter IMAGE_WIDTH = 8,  
		 parameter IMAGE_HEIGHT = 8,  
		 parameter PIXEL_WIDTH = 8   
	)
	(
		 input  clk,          
		 input  rst_n,        
		 input  data_valid,   
		 input  [PIXEL_WIDTH-1:0] data_in,  
		 output reg data_valid_out, 
		 output reg [PIXEL_WIDTH-1:0] data_out  
	);
	localparam WINDOW_AREA = WINDOW_SIZE * WINDOW_SIZE;  
	reg [PIXEL_WIDTH-1:0] line_buffers [0:WINDOW_SIZE-1][0:IMAGE_WIDTH-1];
	reg [3:0] col_count;
	reg [3:0] row_count;
	reg [PIXEL_WIDTH-1:0] window_buffer [0:WINDOW_AREA-1];
	reg stage1_valid;
	wire window_valid;
	reg [PIXEL_WIDTH-1:0] stage1_values [0:WINDOW_AREA-1];
	reg [PIXEL_WIDTH-1:0] sorted [0:WINDOW_AREA-1];
	reg [PIXEL_WIDTH-1:0] temp;
	reg [PIXEL_WIDTH-1:0] sort_result;
	reg sort_valid;
	reg [PIXEL_WIDTH-1:0] median_value;
	reg median_valid;
	integer i, j, k;
	always @(posedge clk or negedge rst_n) begin
		if (!rst_n) begin
			for (i = 0; i < WINDOW_SIZE; i = i + 1)
				for (j = 0; j < IMAGE_WIDTH; j = j + 1)
					 line_buffers[i][j] <= 8'b0;
			col_count <= 4'b0;
			row_count <= 4'b0;
		end
		else if (data_valid) begin
			if (col_count == IMAGE_WIDTH) begin
				for (i = WINDOW_SIZE - 1; i > 0; i = i - 1) begin
					 for (j = 0; j < IMAGE_WIDTH; j = j + 1) begin
						  line_buffers[i][j] <= line_buffers[i - 1][j];
					 end
				end
				for (j = 0; j < IMAGE_WIDTH; j = j + 1) begin
					 line_buffers[0][j] <= 8'b0;
				end
				line_buffers[0][0] <= data_in;
				col_count <= 1; 
				if (row_count == IMAGE_HEIGHT - 1)
					 row_count <= 4'b0;
				else
					 row_count <= row_count + 1;
			end
			else begin
				line_buffers[0][col_count] <= data_in;
				col_count <= col_count + 1;
			end
		end
	end
	assign window_valid = (row_count >= WINDOW_SIZE-1) && 
								 (col_count >= WINDOW_SIZE-1) && 
								 (col_count < IMAGE_WIDTH) &&
								 (row_count < IMAGE_HEIGHT);
	always @(posedge clk or negedge rst_n) begin
		if (!rst_n) begin
			for (i = 0; i < WINDOW_AREA; i = i + 1)
				window_buffer[i] <= 8'b0;
				stage1_valid <= 1'b0;
		end
		else if (data_valid && window_valid) begin
			k = 0;
			for (i = 0; i < WINDOW_SIZE; i = i + 1) begin
				for (j = 0; j < WINDOW_SIZE; j = j + 1) begin
					if (col_count >= j && col_count < IMAGE_WIDTH) begin
					  window_buffer[k] <= line_buffers[i][col_count - j];
					end
					k = k + 1; 
				end
			end
		  stage1_valid <= window_valid;
		end
		else begin
		  stage1_valid <= 1'b0;
		end
	end
	always @(posedge clk or negedge rst_n) begin
		if (!rst_n) begin
			for (i = 0; i < WINDOW_AREA; i = i + 1)
				stage1_values[i] <= 8'b0;
		end
		else if (stage1_valid) begin
			for (i = 0; i < WINDOW_AREA; i = i + 1)
				stage1_values[i] <= window_buffer[i];
		end
	end
	always @(*) begin
		for (i = 0; i < WINDOW_AREA; i = i + 1) begin
			 sorted[i] = stage1_values[i]; 
		end
		for (i = 0; i < WINDOW_AREA - 1; i = i + 1) begin
			for (j = 0; j < WINDOW_AREA - 1 - i; j = j + 1) begin
				if (sorted[j] > sorted[j + 1]) begin
					temp = sorted[j];   
					sorted[j] = sorted[j + 1];
					sorted[j + 1] = temp;
				end
			end
		end
		sort_result = sorted[WINDOW_AREA >> 1];
		sort_valid = stage1_valid;
	end
	always @(posedge clk or negedge rst_n) begin
		if (!rst_n) begin
		  median_value <= 8'b0;
		  median_valid <= 1'b0;
		end
		else begin
		  median_value <= sort_result;
		  median_valid <= sort_valid;
		end
	end
	always @(posedge clk or negedge rst_n) begin
		if (!rst_n) begin
			data_out <= 8'b0;
			data_valid_out <= 1'b0;
		end
		else begin
			data_valid_out <= median_valid;
			data_out <= median_value;
		end
	end
	endmodule
module median_filter_system
#(
    parameter WINDOW_SIZE = 3,
    parameter IMAGE_WIDTH = 8,
    parameter IMAGE_HEIGHT = 8,
    parameter PIXEL_WIDTH = 8
)
(
    input wire clk,
    input wire rst_n,
    input wire data_valid,
    input wire [PIXEL_WIDTH-1:0] data_in,
    output wire data_valid_out,
    output wire [PIXEL_WIDTH-1:0] data_out,
    output wire frame_complete
);
    wire filtered_valid;
    wire [PIXEL_WIDTH-1:0] filtered_data;
    median_filter #(
        .WINDOW_SIZE(WINDOW_SIZE),
        .IMAGE_WIDTH(IMAGE_WIDTH),
        .IMAGE_HEIGHT(IMAGE_HEIGHT),
        .PIXEL_WIDTH(PIXEL_WIDTH)
    ) median_filter_inst (
        .clk(clk),
        .rst_n(rst_n),
        .data_valid(data_valid),
        .data_in(data_in),
        .data_valid_out(filtered_valid),
        .data_out(filtered_data)
    );
    zero_edge_handler #(
        .WINDOW_SIZE(WINDOW_SIZE),
        .IMAGE_WIDTH(IMAGE_WIDTH),
        .IMAGE_HEIGHT(IMAGE_HEIGHT),
        .PIXEL_WIDTH(PIXEL_WIDTH)
    ) edge_handler_inst (
        .clk(clk),
        .rst_n(rst_n),
        .filtered_valid(filtered_valid),
        .filtered_data(filtered_data),
        .data_valid_out(data_valid_out),
        .data_out(data_out),
        .frame_complete(frame_complete)
    );
endmodule
module zero_edge_handler
#(
    parameter WINDOW_SIZE = 3,      
    parameter IMAGE_WIDTH = 8,      
    parameter IMAGE_HEIGHT = 8,     
    parameter PIXEL_WIDTH = 8       
)
(
    input wire clk,                 
    input wire rst_n,               
    input wire filtered_valid,      
    input wire [PIXEL_WIDTH-1:0] filtered_data,  
    output reg data_valid_out,      
    output reg [PIXEL_WIDTH-1:0] data_out,       
    output reg frame_complete       
);
    localparam MARGIN = (WINDOW_SIZE - 1) / 2;
    localparam FILTERED_WIDTH = IMAGE_WIDTH - 2*MARGIN;
    localparam FILTERED_HEIGHT = IMAGE_HEIGHT - 2*MARGIN;
    reg [3:0] out_row, out_col;
    reg [7:0] filtered_count;
    reg [PIXEL_WIDTH-1:0] filtered_buffer [0:FILTERED_WIDTH*FILTERED_HEIGHT];
    localparam COLLECTING = 2'b00;
    localparam OUTPUTTING = 2'b01;
    localparam COMPLETED = 2'b10;
    reg [1:0] state;
    always @(posedge clk or negedge rst_n) begin
        if (!rst_n) begin
            filtered_count <= 0;
            out_row <= 0;
            out_col <= 0;
            data_valid_out <= 0;
            data_out <= 0;
            frame_complete <= 0;
            state <= COLLECTING;
        end
        else begin
            case (state)
                COLLECTING: begin
                    if (filtered_valid) begin
                        filtered_buffer[filtered_count] <= filtered_data;
                        filtered_count <= filtered_count + 1;
                        if (filtered_count == FILTERED_WIDTH*FILTERED_HEIGHT) begin
                            filtered_count <= 0;
                            state <= OUTPUTTING;
                        end
                    end
                end
                OUTPUTTING: begin
                    data_valid_out <= 1;
                    if (out_row < MARGIN || out_row >= IMAGE_HEIGHT-MARGIN || 
                        out_col < MARGIN || out_col >= IMAGE_WIDTH-MARGIN) begin
                        data_out <= {PIXEL_WIDTH{1'b0}};  
                    end
                    else begin
                        data_out <= filtered_buffer[(out_row-MARGIN)*FILTERED_WIDTH + (out_col-(MARGIN-1))];
                    end
                    if (out_col == IMAGE_WIDTH-1) begin
                        out_col <= 0;
                        if (out_row == IMAGE_HEIGHT-1) begin
                            out_row <= 0;
                            state <= COMPLETED;
                        end
                        else begin
                            out_row <= out_row + 1;
                        end
                    end
                    else begin
                        out_col <= out_col + 1;
                    end
                end
                COMPLETED: begin
                    data_valid_out <= 0;
                    frame_complete <= 1;
                    state <= COLLECTING;
                end
            endcase
        end
    end
endmodule
==> reports/notes.md <==
The later pin in the worst-skew pair is clocked with a latency of 0.67 ns. The wire length of the first global-routing pass is 284000 µm. After the first detailed-routing iteration, the DRC count stood at 5421.

After synthesis, the share of flip-flops with an asynchronous set or reset is 57.0%. After floorplanning, the core was divided into 124 placement rows. The clock transition time at the flip-flop clock pins of the worst setup and hold paths is 0.07 ns.

Timing would allow up to 38.8 MHz. The run gives 20.4% for the worst relative slew slack. The kind of start point of the critical path was a flop. The most common cell type on the critical path was a21oi_1. Looking at the reg2reg group, the worst path ends at median_filter_inst.median_value[0]$_DFF_PN0_. The pin closest to its max-slew limit shows a slew of 1.19 ns.

The script logs the ratio of routed vias to standard cells as 6.67. Once detailed placement completed, the half-perimeter wirelength came to 128000 µm. For this run, the total global-route usage over all layers was measured as 34.1%. The post-synthesis chip area from yosys was 46400 µm².

The tools report the setup clock skew after layout as 0.0525 ns. The OpenROAD warning count is 39. In this run, synthesis produced a sequential element count of 688. For the remaining number of nets flagged by the antenna check after routing, the log shows 0. Post-synth the commonest register cell is dfrtp_1. The run gives 43500 as the overall via count from detail_route. Per the timing report, the most critical flop-to-flop path originates at median_filter_inst.stage1_values[0][7]$_DFFE_PN0P_. The core region is 115000 µm².

Clock tree root buffer cell: clkbuf_16. The run gives 0 for the number of design rule violations left after detail routing. OpenROAD reports that the post-layout worst path occupies 73.9% of the period.

In the setup report, the worst path falls into the class reg2reg. Detailed placement reports a standard cell area of 48200 µm². Summed over all layers, the global routing overflow is 0. The worst hold path terminates at median_filter_inst.data_out[6]$_DFF_PN0_. The main area contributors are dfrtp_1, edfxtp_1, ha_1. At the floorplan stage, the core utilization is reported as 40.5%. After technology mapping, the gate count stands at 5137.

TritonCTS built the clock tree. The cell type contributing the most total cell area after synthesis is dfrtp_1. For the completed layout, the total cell area is recorded as 51000 µm². In this run the horizontal extent of the chip is 343 µm. Per the placement log, port buffering inserted 20 buffers. The min-delay analysis places its worst path in the category reg2reg. The count of synthesis-stage warnings from yosys is 7.

The share of cells above drive strength 1 is 9.49%. By count the netlist is led by nand2_1, clkbuf_1, dfrtp_1, o21ai_0, edfxtp_1. The critical path maximum fanout is 27. The worst hold path was traced through 0 stages.

For this run, the register share of the synthesized area comes to 40.3%. The run gives 75 for the number of buffers added by the clock tree synthesis step. In the Yosys stats the netlist draws on 112 distinct library cells. The library cell contributing the largest single delay on the critical path is nor2_1. Across the run, the number of max-cap violations was 0. Per the layout area report, the combinational gate area comes to 25200 µm². After filler insertion, the fill cell instance count of the layout stands at 10700. In this design, the stage delay of the slowest critical-path cell is 0.73 ns. Before antenna repair, the detailed router went through 13 iterations. In this run the count of I/O pins placed on the die edge is 21. Setup repair after global routing left no endpoint under its margin.

According to the CTS report, the clock sink count is 688. At the worst endpoint, the required time is 35.48 ns. The flow ran to the end, and the final reports show no timing, DRC or antenna violations. The largest net degree at the start of global routing is 70. The H-tree was split into 3 levels. For the post-cts hold buffer count, the log shows 0. The tools report the critical path launch point as median_filter_inst.stage1_values[0][7]$_DFFE_PN0P_.

With the final tally of hold violations at 0, the die area is 117000 µm². The synthesized cell area is 46400 µm². The tools report the total of cells resized after clock tree synthesis as 0. The last timing report of the flow puts the setup violation total at 0. The routed design has 194000 µm of wire.

Counting I/O delays and the setup requirement, the final critical path takes 25.80 ns. At the worst endpoint, the arrival time is 26.37 ns. The total area of sequential cells was 18700 µm²; the area growth from synthesis to layout was 9.84%.

For this sky-water flow run, the detailed-routed wirelength per cell is reported as 29.8 µm. STA classifies the critical path endpoint as a flop. The chip height is 343 µm. The synthesized area divided by synthesized cell count was 9.04 µm²; the number of slew-limit violations in the final report was 0. Once the clock tree was built, the setup fixing pass inserted 0 buffers. STA shows the worst reg2reg path with a cell count of 113. RePlAce ended its routability-driven mode at a weighted congestion of 1.05. After synthesis, the largest area contributor takes up 21.1% of total cell area. Yosys cell count: 5137.

The run gives 13 as the initial antenna violation count. The most numerous cell in the Yosys netlist is nand2_1. The minimum setup slack among reg-to-reg paths is 9.10 ns. CTS reports a maximum clock tree buffer depth of 3. The final layout reports a setup TNS of 0 ns.

The run gives 41600 for the number of global-route vias before repair. The launch point of the worst min-delay path is recorded as median_filter_inst.median_value[6]$_DFF_PN0_. In this run, synthesis inferred 296 flip-flops with an integrated enable.
## registers in the layout, summed over array words and instances (netlist names)
name,cells
edge_handler_inst.filtered_buffer,296
median_filter_inst.line_buffers,192
median_filter_inst.stage1_values,72
median_filter_inst.window_buffer,72
edge_handler_inst.data_out,8
edge_handler_inst.filtered_count,8
median_filter_inst.data_out,8
median_filter_inst.median_value,8
edge_handler_inst.out_col,4
edge_handler_inst.out_row,4
median_filter_inst.col_count,4
median_filter_inst.row_count,4
edge_handler_inst.state,3
edge_handler_inst.data_valid_out,1
edge_handler_inst.frame_complete,1
median_filter_inst.data_valid_out,1
median_filter_inst.median_valid,1
median_filter_inst.stage1_valid,1
## through the flow
stage / cells / setup WS (ns) / utilization, % / hold WS (ns)
after floorplan: 5137 / 10.94 / - / 0.331
after global placement: 6380 / 9.76 / 42.1 / 0.336
after global routing: 6517 / 6.88 / 44.5 / 0.353
final: 6520 / 9.10 / 44.5 / 0.348
after CTS: 6517 / 9.31 / 44.5 / 0.352
after detailed placement: 6380 / 9.32 / 42.1 / 0.339
## final cells by class
type / count / area share (%)
repair buffers: 206 / 3.14
flip-flops and latches: 688 / 36.7
multi-input cells: 3739 / 49.3
clock inverters: 38 / 1.34
inverters: 235 / 1.73
clock buffers: 99 / 4.05
well taps: 1512 / 3.71
diodes: 3 / 0.0147
## worst max-delay path: cells and delay by family (launching register included)
family                   cells  cell delay, ns
flip-flops                   1            0.41
AND/OR/NAND/NOR             35            7.08
multiplexers                 7            2.61
adder cells (fa/ha/maj)     12            3.59
AND-OR/OR-AND               53           10.67
buffers and inverters        6            1.32
## metal layers
metal	track usage (%)	share of wire, %
met5	1.44	0.11
met4	15.6	6.5
met3	16.8	14
met2	47.3	41
met1	45.3	38
## cell usage in the layout, fill, tap and decap left out, types with 25 or more instances in the layout
cell       count
nand2_1      619
dfrtp_1      390
o21ai_0      379
edfxtp_1     296
a22oi_1      289
a21oi_1      283
nor2_1       263
inv_1        234
ha_1         231
a221oi_1     198
a22o_1       194
buf_4        186
nand3_1      170
mux2i_1      154
nand4_1      142
mux2_2        77
clkbuf_16     75
and2_1        72
a222oi_1      68
a21o_1        52
and3_1        46
o22ai_1       38
nand2b_1      29
nor3_1        27
xnor2_1       25
## cells by family after synthesis
family	synth area share, %
compound gates	26.4
simple gates	15.1
buf+inv	5.78
flops	40.3
fa+ha+maj	6.51
mux	5.19
xor+xnor	0.755
## how the worst max path moves through the flow
stage | endpoint | slack, ns | cells past startpoint
CTS | median_filter_inst.median_value[0]$_DFF_PN0_ | 9.31 | 112
global route | median_filter_inst.median_value[0]$_DFF_PN0_ | 6.88 | 113
finish | median_filter_inst.median_value[0]$_DFF_PN0_ | 9.10 | 113
